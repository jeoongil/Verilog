==> flow/design.v <==
`timescale 1ns / 1ps
module uart_cu_v2 (
    input clk,
    input rst,
    input [7:0] rx_data,
    input rx_done,
    output reg s_sw0,
    output reg s_sw1,
    output reg s_sw2,
    output reg s_sw3,
    output reg s_sw4,
    output s_btnC_rst,
    output s_btnL_clear,
    output s_btnR_runstop,
    output s_btnU_up,
    output s_btnD_down
);  
    reg tick_reg, tick_next;
    assign s_btnC_rst = (8'h1B == rx_data) ? tick_reg : 0;
    assign s_btnL_clear = (8'h43 == rx_data) ? tick_reg : 0;
    assign s_btnR_runstop = (8'h47 == rx_data) ? tick_reg : 0;
    assign s_btnU_up = (8'h57 == rx_data) ? tick_reg : 0;
    assign s_btnD_down = (8'h44 == rx_data) ? tick_reg : 0;
    always @(posedge clk, posedge rst) begin
       if (rst) begin
        s_sw0 <=0;
        s_sw1 <=0;
        s_sw2 <=0;
        s_sw3 <=0;
        s_sw4 <=0;
        tick_reg <=0;    
        end else begin
            tick_reg <= tick_next & rx_done;
            if (rx_done) begin
            case (rx_data)
            8'h6D  : s_sw0 = (s_sw0) ? 0 : 1; 
            8'h6E  : s_sw1 = (s_sw1) ? 0 : 1;
            8'h31  : s_sw2 = (s_sw2) ? 0 : 1; 
            8'h32  : s_sw3 = (s_sw3) ? 0 : 1; 
            8'h33  : s_sw4 = (s_sw4) ? 0 : 1;  
            endcase
            end
        end
    end 
    always @(*) begin
        tick_next = tick_reg;
        case (rx_data)
        8'h47  : tick_next= 1;   
        8'h43  : tick_next= 1;   
        8'h1B  : tick_next= 1;   
        8'h57  : tick_next= 1;   
        8'h44  : tick_next= 1;   
            default: tick_next= 0;  
        endcase
    end
endmodule
==> flow/run.sh <==
#!/bin/bash
# OpenROAD 26Q1-2900-gdf79404cd8, Yosys 0.63+post, stock flow scripts
make -C /OpenROAD-flow-scripts/flow DESIGN_CONFIG=/design/flow/config.mk WORK_HOME=/design/flow/orfs finish
==> flow/config.mk <==
export PLATFORM = sky130hd
export DESIGN_NAME = uart_cu_v2
export DESIGN_NICKNAME = uart_cu_v2
export VERILOG_FILES = /design/flow/design.v
export SDC_FILE = /design/flow/constraint.sdc
export NUM_CORES = 4
export LEC_CHECK = 1
export CORE_AREA = 10 10 74 74
export DIE_AREA = 0 0 84 84
==> flow/constraint.sdc <==
current_design uart_cu_v2

set clk_period 1.3
set clk_io_pct 0.2

create_clock -name clk0 -period $clk_period [get_ports {clk}]

set non_clock_inputs [all_inputs -no_clocks]
set_input_delay [expr $clk_period * $clk_io_pct] -clock clk0 $non_clock_inputs
set_output_delay [expr $clk_period * $clk_io_pct] -clock clk0 [all_outputs]
==> Slide: Implementation Results <==
Synthesis and Place & Route Summary

Setup path
  • CP max FO: 2
  • Slowest cell on the critical path: or4b_4
  • CP Capture Type: primary output
  • CP startpoint kind: input port
  • Worst Path Required: approximately 1.0 ns
  • Crit path largest cell delay: 0.53 ns
  • Arrival @ worst endpoint: 1.45 ns
  • CP Cell Sequence: buf_6 -> or4b_4 -> or3_4 -> nor2_2 -> buf_2
  • Kind of critical path: in -> out
  • FF-to-FF path depth: 3

Final layout
  • Core Util, Final: 0.247
  • Area grow syn2layout: 161%
  • Ratio of cells with drive above 1 in the final layout: 0.622
  • Fillers: roughly 410

Clocking
  • Bufs on Longest Clock Path: 2
  • CTS Hold Bufs: 0
  • Root Driver: clkbuf_8
  • H-tree lvl count: 1
  • Num CTS Buffers: 3
  • Latency at later pin: 0.22 ns
  • Sinks on Clock Net: 6
  • CTS tree: yes
  • Clk slew on worst S/H paths: 0.04 ns

Synth
  • Most common reg cell: dfrtp_1
  • Cell taking the most area after synthesis: dfrtp_1
  • Flops out of synthesis: 6
  • Most common library cells after synthesis: dfrtp_1, xor2_1, inv_1, nor3_1
  • Top-area cell share: 0.399
  • Largest cells by area: dfrtp_1, xor2_1, nor3_1, nand2b_1, nor4_1
  • Synthesized area: roughly 380 µm²
  • Post-synthesis sequential area ratio: 0.399
  • Synth async-reset ratio: 1.00
  • Post-synth EDFFs: 0
  • Ys Warns: 1
  • Yosys chip area: 377 µm²
  • Syn avg cell area: slightly above 9 µm²
  • Ys cells: between 40 and 50
  • Yosys cell types: 18
  • Synthesized netlist cell count: 41
  • Yosys top cell by instances: dfrtp_1

Run status
  • Run status: finished, violations left
  • Violations in the final reports: negative setup slack

Global routing
  • GRT Util Overall: 0.0427
  • Initial antenna violation count: 0
  • GRT Residual Overflow: 0
  • Vias in the first global route: between 500 and 600
  • Largest net degree at the start of global routing: 7
  • First-pass GRT wire length: 2600 µm

Floorplanning
  • Die H: 84 µm
  • Pre-Place Util: 0.0948
  • Area of the core: between 3000 and 4000 µm²
  • # rows: 23
  • Chip area: 7060 µm²
  • # IOs: 21
  • Chip Width: around 84 µm

STA
  • Worst slew pin tran: between 0.2 and 0.3 ns
  • Endpoints failing hold: 0
  • Clock skew: 0 ns
  • Fmax: approximately 600 MHz
  • Final Worst Setup Slack: -0.406 ns
  • Max-slew violations: 0
  • Crit share post-route: 1.31
  • Hold WS: 0.261 ns
  • Final Critical Period: around 1.7 ns
  • Max_slew headroom: 0.809
  • Setup Viol. Count Final: 8
  • Setup TNS: -1.23 ns
  • Setup repair after global routing missed its margin: true

Detailed routing
  • Drt total wl: between 1500 and 2000 µm
  • DRC Markers: 0
  • DR iter-0 viols: 5
  • Total vias in the final route: approximately 500
  • DR pass1 iterations: 6
  • Vias per inst: between 3 and 4
  • Routed len/inst: 11.1 µm
  • Final ANT Viol Nets: 0
  • N_diodes: 0

Place
  • Port buffer count: 20
  • Pre-CTS setup slack: -1.16 ns
  • GPL Wtd Cong: approximately 0.78
  • DP Wirelength: 1060 µm

Power and ir drop
  • LEAKAGE: 0.530 nW
  • Worst VDD drop: between 200 and 250 µV
  • Power per Cell Area: roughly 670 nW/µm²

Run
  • Tool Warnings: 28
  • Max-Cap Viols: 0

Hold path
  • HP Class: in -> async
## repair_timing
action / in CTS / in global routing
setup endpoints to repair: 16 / 12
resized: 69 / 9
pin swaps: 17 / 6
gates cloned: 0 / 0
endpoints found under the hold margin: 0 / 0
buffers inserted: 15 / 2
## cell families (layout without fill, tap and decap cells)
group,Yosys count,in the layout,synth area share
AOI/OAI and AO/OA,2,2,0.0432
xor gates and xnor gates,5,5,0.116
and+or+nand+nor,24,24,0.402
DFF,6,6,0.399
buffers and inverters,4,53,0.0399
## critical path: cells and delay by family
kind | cells | cell delay [ns]
buffers and inverters | 2 | 0.18
AND/OR/NAND/NOR | 3 | 1.00
## final cells by class
cell class | count | area, µm² | area share
tap | 50 | 62.6 | 0.0637
sequential | 6 | 150 | 0.153
multi-input combinational | 31 | 323 | 0.329
inverter | 4 | 15.0 | 0.0153
clock buffer | 3 | 41.3 | 0.0420
timing repair buffer | 46 | 390 | 0.397
## final timing paths
check                            from    endpoint  slack [ns]
max                        rx_data[2]  s_btnC_rst       -0.41
min in group clk0          rx_data[5]    tick_reg        0.46
max reg2reg                     s_sw3       s_sw3        0.42
min                               rst       s_sw2        0.26
max in group asynchronous         rst       s_sw1        0.85
min reg2reg                     s_sw4       s_sw4        0.53
## per-stage QoR
stage	std cells	instance area, µm²	power, mW
final	140	982	0.661
after global routing	140	982	0.703
after CTS	138	930	0.658
after detailed placement	123	729	0.341
after global placement	123	729	0.339
after floorplan	41	377	0.238
## routing by layer
metal / vias to the layer above / wire length [µm] / global-route usage
met5: - / 0 / 0
met4: 0 / 0 / 0.00304
met3: 0 / 160 / 0.0305
met2: 29 / 509 / 0.0474
met1: 217 / 880 / 0.0642
li1: 249 / - / -
## cells in the final DEF (no fill, tap or decap)
master,netlist,layout
buf_4,0,19
buf_6,0,11
buf_2,0,8
dfrtp_1,6,6
xor2_1,5,5
inv_1,4,4
nor4_4,0,3
clkbuf_8,0,3
dlygate4sd2_1,0,3
dlymetal6s2s_1,0,3
nand2_1,2,2
nand2b_1,3,2
nor3_1,4,2
nor2_2,0,2
and3_4,0,2
clkdlybuf4s50_1,0,2
or4b_4,1,1
nand4b_1,1,1
nand3b_1,1,1
nor3b_4,0,1
nand4_1,1,1
or3_4,0,1
and3b_1,1,1
nor3b_2,0,1
o211ai_1,1,1
a311oi_2,0,1
nand2b_4,0,1
nor3_2,0,1
nor3_4,0,1
## where the power goes
part | total, mW | internal [mW] | switching (mW) | leakage (nW)
sequential | 0.208 | 0.202 | 0.00616 | 0.0820
clock | 0.275 | 0.199 | 0.0768 | 0.0216
combinational | 0.177 | 0.108 | 0.0690 | 0.426
total | 0.661 | 0.509 | 0.152 | 0.530
Power and IR drop assume default switching activity.

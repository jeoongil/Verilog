==> /design/flow/run.sh <==
#!/bin/bash
# OpenROAD 26Q1-2900-gdf79404cd8, Yosys 0.63+post, stock flow scripts
make -C /OpenROAD-flow-scripts/flow DESIGN_CONFIG=/design/flow/config.mk WORK_HOME=/design/flow/orfs finish
==> /design/flow/config.mk <==
export PLATFORM = sky130hd
export DESIGN_NAME = ram
export DESIGN_NICKNAME = ram
export VERILOG_FILES = /design/flow/design.v
export SDC_FILE = /design/flow/constraint.sdc
export NUM_CORES = 4
export LEC_CHECK = 1
export CORE_UTILIZATION = 30
==> /design/flow/constraint.sdc <==
current_design ram

set clk_period 8.9
set clk_io_pct 0.2

create_clock -name clk0 -period $clk_period [get_ports {clk}]

set non_clock_inputs [all_inputs -no_clocks]
set_input_delay [expr $clk_period * $clk_io_pct] -clock clk0 $non_clock_inputs
set_output_delay [expr $clk_period * $clk_io_pct] -clock clk0 [all_outputs]
==> /design/flow/design.v <==
`timescale 1ns / 1ps
module ram (
    input clk,
    input [7:0] addr,
    input [7:0] wdata,
    input wr,
    output reg [7:0] rdata
);
    reg [7:0] mem[0:255];  
    always @(posedge clk) begin
        if (wr) begin
            mem[addr] <= wdata;
        end else begin
            rdata <= mem[addr];
        end
    end
endmodule
==> results.txt <==
impl run done, here's what came out: fill count about 24000, Leak roughly 27 nW, met2 Use GR a little under a quarter, Final Hold Fails 0, CTS Root Cell clkbuf_16, Setup Skew 0.0394 ns, Antenna Nets Post-Route 0, most instantiated logic cells after routing edfxtp_1 (2056), mux4_2 (512), a22oi_1 (256), Clk network pwr share between 40% and 50%, Global Route met1 Usage 17.8%, fp util 30.2%, # Cells Yosys about 3500, Area growth, synth to finish 14.9%, Comb pwr share 4.4%, Peak VDD IR about 0.18 mV, clock buffer depth 3, synthesized netlist cell count 3545, GR peak layer met2, Reg power frac ~54%, vias in the first global route 41400, initial antenna violation count 4, CTS Hold Bufs 0, final WL around 190000 microns, Dominant flop cell edfxtp_1, ys async rst share 0%, dpl cell area 0.0837 sq mm, Pint 0.0157 W, sw frac 20.9%, Commonest Layout Cell edfxtp_1, die height 514 microns, global-route wire length before repair 279000 microns, Cell Pwr Density 221 mW/mm^2, estimated wirelength of the detail-placed design 112000 microns, pin count of the biggest net entering global routing 133, Crit Path Category input pin to flop, Post-CTS Resized 0, RSZ-0062 raised after global routing no, vias per cell 5.00, Port-buffer cells 25, min Tclk post-route 5.28 ns, crit path DRT approximately 9.4 ns, mapped cell area 0.0785 sq mm, OpenROAD warning count 29, fin area 0.0902 sq mm, Synth Warn # 1, DRC violations left 0, Core ar. 0.260 sq mm, Tightest Pin Transition around 1.2 ns, post-layout period usage 59.3%, Seq/Total Area, Yosys 78.6%, CP Capture Type flop, met3 usage 11.4%, Slew HR 16.1%, Initial DRC Count 2810, CP Max Fanout 38, syn avg cell area 22.2 sq um, GR Overflow Total 0, CTS H-Tree Depth 4, fin. max-slew vios 0, Psw 0.00417 W, max-cap violations 0, Final setup viols 0, chip area in the Yosys report approximately 0.08 sq mm, TritonCTS clock tree done, worst hold path class flop to flop, post-DR wirelength/cell 25.7 microns, # IOs 26, Die Footprint between 0.2 and 0.3 sq mm, WP data arrival 5.80 ns, highest clock rate 189 MHz, post-route setup TNS 0 ns, share of layout cells above drive strength 1 approximately 26%, CTS clk-pin slew, worst paths 0.06 ns, Inserted Clock Buffers 204, Routability Congestion 0.870, Critical Path Start Type input pin, Clock Sinks a little over 2000, Netlist cell types 20, Horiz. Die Dim 514 microns, Clock Latency Late Sink 0.83 ns, GRT Util Overall 15.6%, drt first pass iters 5, via count 37000, Post-synth EDFFs 2056, Synth flops approximately 2100, outcome complete, no violations, Site Rows between 150 and 200, setup bufs post-CTS 0
[synthesized netlist by cell type (2+ instances only)]
| library cell | n | share of area [%] |
|---|---|---|
| buf_2 | 34 | 0.22 |
| buf_1 | 31 | 0.15 |
| nor3_1 | 27 | 0.17 |
| nor2b_1 | 8 | 0.064 |
| mux4_2 | 512 | 15 |
| nand2b_1 | 5 | 0.040 |
| edfxtp_1 | 2056 | 79 |
| a22oi_1 | 256 | 2.4 |
| nand2_1 | 25 | 0.12 |
| or2_2 | 2 | 0.016 |
| nor2_1 | 234 | 1.1 |
| and2_1 | 3 | 0.024 |
| clkbuf_1 | 140 | 0.67 |
| o41ai_1 | 32 | 0.36 |
| nand3_1 | 17 | 0.11 |
| a21oi_1 | 128 | 0.82 |
| buf_6 | 15 | 0.22 |
| nand4_1 | 9 | 0.072 |
| buf_4 | 10 | 0.096 |
[worst max-delay path, stage by stage]
cell and delay (ns):
buf_8 0.38, buf_4 0.68, buf_4 0.58, mux4_2 0.56, a22oi_1 0.29, a21oi_1 0.15, o41ai_1 0.95, buf_4 0.24
nand4_1 0.07
[routing by layer]
metal,vias to the layer above,wire (microns)
met1,19000,63600
met2,2137,90900
met4,7,5570
li1,15500,-
met5,-,182
met3,303,29600
[state kept, by name, indices dropped and copies added (netlist names)]
register / cells
rdata: 8
mem: 2048
[worst paths after layout]
kind / start / end / slack (ns) / depth (start not counted)
worst max register to register: mem[122][0] / rdata[0] / 5.80 / 6
worst min-delay path: mem[234][0] / rdata[0] / 1.04 / 5
worst max-delay path: addr[0] / rdata[3] / 3.62 / 9
worst min register to register: mem[234][0] / rdata[0] / 1.04 / 5
[power by group through the flow]
stage                 combinational [W]  sequential [W]  clock (W)
after global routing           0.000946          0.0107    0.00882
final                          0.000876          0.0107    0.00833
after CTS                      0.000891          0.0107    0.00847
[cells by family (layout without fill, tap and decap cells)]
logic type | count (synthesis) | after routing | share of synthesized area (%)
flip-flops | 2056 | 2056 | 78.6
multiplexers | 512 | 512 | 14.7
AND-OR/OR-AND | 416 | 416 | 3.62
AND/OR/NAND/NOR | 330 | 330 | 1.73
buffers and inverters | 231 | 590 | 1.35
other | 0 | 1 | 0
[cell type report]
cell class / instances / area, sq um / area share (%)
Sequential cell: 2056 / 61700 / 68.4
Inverter: 1 / 3.75 / 0.00416
Timing Repair Buffer: 215 / 1820 / 2.02
Clock buffer: 258 / 5440 / 6.02
Clock inverter: 116 / 1040 / 1.16
Tap cell: 3496 / 4370 / 4.85
Multi-Input combinational cell: 1258 / 15800 / 17.5
Antenna cell: 1 / 2.50 / 0.00277
[per-stage QoR]
step	cells	hold WS (ns)	utilization [%]	total power (W)	setup WS, ns
2_1_floorplan	3545	0.896	-	0.0114	4.95
3_3_place_gp	7025	1.01	32.2	0.0118	2.54
3_5_place_dp	7026	1.02	32.2	0.0118	2.62
4_1_cts	7400	1.04	34.7	0.0201	3.52
5_1_grt	7400	1.09	34.7	0.0205	3.12
6_report	7401	1.04	34.7	0.0199	3.62
Power figures rest on the tool's default switching activity, not on a simulated workload.

## /design/flow/config.mk

```make
export PLATFORM = sky130hd
export DESIGN_NAME = uart_cu
export DESIGN_NICKNAME = uart_cu
export VERILOG_FILES = /design/flow/design.v
export SDC_FILE = /design/flow/constraint.sdc
export NUM_CORES = 4
export LEC_CHECK = 1
export CORE_AREA = 10 10 75 75
export DIE_AREA = 0 0 85 85
```

## /design/flow/constraint.sdc

```tcl
current_design uart_cu

set clk_period 1.7
set clk_io_pct 0.2

create_clock -name clk0 -period $clk_period [get_ports {clk}]

set non_clock_inputs [all_inputs -no_clocks]
set_input_delay [expr $clk_period * $clk_io_pct] -clock clk0 $non_clock_inputs
set_output_delay [expr $clk_period * $clk_io_pct] -clock clk0 [all_outputs]
```

## /design/flow/design.v

```verilog
`timescale 1ns / 1ps
module uart_cu (
    input clk,
    input rst,
    input [7:0] rx_data,
    input rx_done,
    output reg s_sw0,
    output reg s_sw1,
    output reg s_sw2,
    output reg s_sw3,
    output reg s_sw4,
    output s_btnC_rst,
    output s_btnL_clear,
    output s_btnR_runstop,
    output s_btnU_up,
    output s_btnD_down
);
    reg tick_reg, tick_next, zero;
    assign s_btnC_rst = (rx_data == 8'h1B) ? tick_reg : 0;   
    assign s_btnL_clear = (rx_data == 8'h43) ? tick_reg : 0;   
    assign s_btnR_runstop = (rx_data == 8'h47) ? tick_reg : 0;   
    assign s_btnU_up = (rx_data == 8'h57) ? tick_reg : 0;   
    assign s_btnD_down = (rx_data == 8'h44) ? tick_reg : 0;   
    always @(posedge clk, posedge rst) begin
        if (rst) begin
            s_sw0 <= 0;
            s_sw1 <= 0;
            s_sw2 <= 0;
            s_sw3 <= 0;
            s_sw4 <= 0;
            tick_reg <= 0;
            zero <= 0;
        end else begin
            tick_reg <= tick_next & rx_done;
            if (rx_done) begin
                case (rx_data)
                    8'h6D:
                    s_sw0 <= (s_sw0 == 0) ? 1 : 0;   
                    8'h6E:
                    s_sw1 <= (s_sw1 == 0) ? 1 : 0;   
                    8'h31: s_sw2 <= (s_sw2 == 0) ? 1 : 0;   
                    8'h32: s_sw3 <= (s_sw3 == 0) ? 1 : 0;   
                    8'h33: s_sw4 <= (s_sw4 == 0) ? 1 : 0;   
                    default: zero <= 0;
                endcase
            end
        end
    end
    always @(*) begin
        tick_next = tick_reg;
        case (rx_data)
            8'h47:   tick_next = 1'b1;   
            8'h43:   tick_next = 1'b1;   
            8'h1B:   tick_next = 1'b1;   
            8'h57:   tick_next = 1'b1;   
            8'h44:   tick_next = 1'b1;   
            default: tick_next = 1'b0;
        endcase
    end
endmodule
```

## /design/flow/run.sh

```bash
#!/bin/bash
# OpenROAD 26Q1-2900-gdf79404cd8, Yosys 0.63+post, stock flow scripts
make -C /OpenROAD-flow-scripts/flow DESIGN_CONFIG=/design/flow/config.mk WORK_HOME=/design/flow/orfs finish
```

==> results.txt <==
run metrics: final setup fails 3, HP Class primary input to asynchronous set/reset pin, LEAKAGE 0.402 nW, clk sink count 6, Final min period 1990 ps, DR DRC count 0, flops out of synthesis 6, # H-tree levels 1, cell type with the largest total area dfrtp_1, top-count cell post-synth dfrtp_1, Slew Viols, Final 0, CP Launch Type flop, Slew headroom 74.4%, power density cells 533 nW/um^2, largest net degree at the start of global routing 8, average size of a mapped cell 9.90 um^2, Port Buf Inserts 20, Chip Width 85 um, count of library flops with an enable pin 0, Top FF cell, synth dfrtp_1, fraction of registers with async set/reset 100%, final core utilization 22.8%, cell count after synthesis 45, worst slew pin tran 379 ps, router iterations before antenna repair 2, status finished with violations, first-pass GRT wire length 2.63 mm, mux share 0%, CP arrival 1650 ps, WHS 336 ps, WL final 1.49 mm, layout cell share with drive strength beyond 1 42.9%, Pre-Place Util 11.0%, vias in the first global route 552, Tcrit/Tclk final 117%, Crit. End Element output pin, number of max-cap violations 0, final setup margin -289 ps, Core Rows 23, remaining global-route overflow 0, number of buffers created by CTS 3, setup TNS -716 ps, Yosys chip area 445 um^2, GP Congestion 0.807, Die Size 7230 um^2, drt wl/cell 11.1 um, largest family of logic cells by area simple AND/OR/NAND/NOR gates, crit-path max FO 3, CTS root buf clkbuf_8, critical path class flop to output pin, CTS tree yes, Synth-to-Final Area Change 108%, number of cells in Yosys stat 45, antenna violation net count after detailed routing 0, average via count per standard cell 3.80, Post-Synthesis Cell Area 445 um^2, Hold Vio Cnt, Final 0, routed vias 509, CTS clk-pin slew, worst paths 30 ps, clk buf depth 2, sequential cell area fraction in the yosys report 33.7%, Ports 21, failing checks setup timing, area share, top type 33.7%, Peak VDD IR 0.131 mV, Synth area leaders dfrtp_1 34%, nand4b_1 5.9%, nor4b_1 5.9%, Simple-Gate Area Share 46.6%, Post-Synth AOI/OAI Area 4.78%, Critical Path RT 1360 ps, adder share 0%, Total GRT Usage 4.22%, Synth Warn # 1, initial drt markers 35, initial antenna violation count 0, fmax 0.503 GHz, Vert. Die Dim 85 um, library cells used by synthesis 25, clk_skew 0 ps, core area 4060 um^2, worst skew pair latency 220 ps, count of tool warnings 27, xor/xnor share 9.83%, detailed placement HPWL 1.16 mm, diode count 0, unrepaired setup endpoints after global routing true
[repair_timing]
action,in CTS,in global routing
resized,37,8
setup buffers,7,0
setup endpoints to repair,5,5
pin swaps,8,5
hold buffers,0,0
[kinds of logic (layout without fill, tap and decap cells)]
| kind of cell | count (synthesis) | count (layout) |
|---|---|---|
| and+or+nand+nor | 26 | 26 |
| DFF | 6 | 6 |
| xor gates and xnor gates | 5 | 5 |
| buffers and inverters | 5 | 44 |
| AOI/OAI and AO/OA | 3 | 3 |
[layout make-up]
type / instances / area, um^2
fillers: 425 / 3130
clock buffers: 3 / 41.3
multi-input cells: 34 / 329
inverters: 2 / 7.51
flip-flops and latches: 6 / 150
repair buffers: 39 / 337
well taps: 50 / 62.6
[per-layer routing]
metal	share of wire [%]	GRT usage, %	vias to the layer above
met3	12	2.22	3
li1	-	-	251
met2	33	5.04	22
met5	0	0	-
met4	1.4	0.749	0
met1	53	6.39	233
[through the flow]
step | std cells | instance area [um^2] | setup WS [ps] | total power [mW]
4_1_cts | 134 | 908 | -330 | 0.494
6_report | 134 | 927 | -289 | 0.494
3_3_place_gp | 124 | 783 | -804 | 0.270
5_1_grt | 134 | 927 | -405 | 0.522
2_1_floorplan | 45 | 445 | 114 | 0.194
3_5_place_dp | 124 | 783 | -785 | 0.273
[final timing paths]
check	start	end	slack (ps)	cells past startpoint
min	rst	s_sw1	340	2
max reg2reg	s_sw0	s_sw0	1020	1
min reg2reg	s_sw3	s_sw3	460	1
min in group clk0	s_sw3	s_sw3	460	1
max in group asynchronous	rst	s_sw3	1180	2
max	tick_reg	s_btnR_runstop	-290	5
[placed cells by master (no fill, tap or decap), types with 3 or more instances in the layout]
master,instances
buf_4,11
buf_6,8
clkdlybuf4s50_1,7
dfrtp_1,6
dlygate4sd2_1,5
buf_2,4
nand4_1,3
xnor2_1,3
nand3b_1,3
nand4b_1,3
clkbuf_8,3
[worst max-delay path: stages (launching register included)]
cell	delay, ps
dfrtp_1	370
nand4b_1	130
or4b_4	540
buf_6	140
nor3b_2	140
buf_2	120
[power breakdown]
group          total (mW)  internal [mW]  switching, mW
Combinational       0.125         0.0778         0.0473
Clock               0.207          0.152         0.0550
Sequential          0.162          0.155        0.00757
Total               0.494          0.384          0.110
Power figures rest on the tool's default switching activity, not on a simulated workload.
